===== /design/flow/design.v =====
`timescale 1ns / 1ps
module TC(
    input clk,
    input reset,
    input [1:0] TCReg,
    input DevWr,
    input [31:0] DevWD,
    output [31:0] DevRD,
    output IRQ
    );
	reg IRQIn;
	reg [31:0] ctrl,preset,count;
	wire [1:0] MODE;
	wire IM,EN;
	integer state;
	assign IM = ctrl[3];
	assign MODE = ctrl[2:1];
	assign EN = ctrl[0];
	assign IRQ = IRQIn & IM;
	assign DevRD = (TCReg==0)? ctrl:
	               (TCReg==1)? preset:
						(TCReg==3)? count:
						            32'h19990413;
	initial begin
		ctrl = 0;
		preset = 0;
		count = 0;
		state = 2'b00;
		IRQIn = 0;
	end
	always @(posedge clk) begin
		if(reset==1) begin
			ctrl <= 0;
			preset <= 0;
			count <= 0;
			state <= 2'b00;
			IRQIn <= 0;
		end
		else if(DevWr==1) begin
			if(TCReg==0) ctrl <= {28'h0,DevWD[3:0]};
			else if(TCReg==1) preset <= DevWD;
		end
		else begin
			case(state)
				2'b00: begin
					if(EN==1) begin
						state <= 2'b01;
						IRQIn <= 0;
						count <= preset;
					end
				end
				2'b01: begin
					state <= 2'b10;
				end
				2'b10: begin
					if(EN==0) state <= 2'b00;
					else if(EN==1&&count<=1) begin
						IRQIn <= 1;
						state <= 2'b11;
					end
					else count <= count-1;
				end
				2'b11: begin
					if(MODE==2'b01) IRQIn <= 0;
					else if(MODE==2'b00) ctrl[0] <= 0;
					state <= 2'b00;
				end
			endcase
		end
	end
endmodule

===== /design/flow/run.sh =====
#!/bin/bash
# OpenROAD 26Q1-2900-gdf79404cd8, Yosys 0.63+post, stock flow scripts
make -C /OpenROAD-flow-scripts/flow DESIGN_CONFIG=/design/flow/config.mk WORK_HOME=/design/flow/orfs finish

===== /design/flow/config.mk =====
export PLATFORM = sky130hd
export DESIGN_NAME = TC
export DESIGN_NICKNAME = TC
export VERILOG_FILES = /design/flow/design.v
export SDC_FILE = /design/flow/constraint.sdc
export NUM_CORES = 4
export LEC_CHECK = 1
export CORE_UTILIZATION = 40

===== /design/flow/constraint.sdc =====
current_design TC

set clk_period 7.0
set clk_io_pct 0.2

create_clock -name clk0 -period $clk_period [get_ports {clk}]

set non_clock_inputs [all_inputs -no_clocks]
set_input_delay [expr $clk_period * $clk_io_pct] -clock clk0 $non_clock_inputs
set_output_delay [expr $clk_period * $clk_io_pct] -clock clk0 [all_outputs]

==> results_dict.tcl <==
# flow metrics
set metrics [dict create \
    peakVddDrop_v 0.000105 \
    worst_setup_path_end_kind "output port" \
    worst_slew_pin_slew_ns 1.03 \
    fp.dieW_um 105 \
    synth_seq_share 0.333 \
    fin_crit_sh 0.718 \
    grt_pass1_wl_um 20600 \
    period_needed_ns 5.02 \
    crit_type "input port to output port" \
    finalSetupViolCount 0 \
    setup_tns_ns 0 \
    reg2reg_setup_slack_ns 4.02 \
    firstDrtPassIters 5 \
    dp_hpwl_um 7790 \
    drc 0 \
    outcome "finished, final reports clean" \
    die_h_um 105 \
    postCtsResizedCells 0 \
    hold_depth 2 \
    ctsHoldBuffers 0 \
    top_cells_by_area "dfxtp_1 (33%), a21oi_1 (9.4%), nand2_1 (7.8%)" \
    yosysCellCount 578 \
    grt_pass1_vias 4040 \
    cp.required_ns 5.60 \
    finalHoldViolations 0 \
    holdCritStartpoint "preset[23]" \
    antennaDiodeCount 0 \
    synth_area_per_cell_um2 7.39 \
    die_area_mm2 0.0111 \
    hp-class "flip-flop to flip-flop" \
    gr-total-overflow 0 \
    top_area_cell "dfxtp_1" \
    core_area_mm2 0.0103 \
    grtUsageMet3 0.0278 \
    grt_max_degree 79 \
    tool_warnings 26 \
    rsz0062_at_grt "false" \
    path_max_fanout 22 \
    top_area_frac 0.333 \
    slew_violations 0 \
    clk_latency_ns 0.35 \
    yosysMostFrequentCell "nand2_1" \
    post_drt_wl_per_cell_um 16.5 \
    worstPathArrival_ns 3.62 \
    r2r_end "count[27]" \
    clock_path_buffers 2 \
    port_buffers 69 \
    powerDensity_mw_per_mm2 165 \
    r2r_cells 5 \
    r2r_start "count[4]" \
    synthTopCellsByCount "nand2_1 (89), a21oi_1 (80), dfxtp_1 (71), nor2_1 (44), clkbuf_1 (43)" \
    place.gp.congestion 0.849 \
    grtUsageMet1 0.355 \
    syn2layout_area_growth_pct 20.5 \
    ios 70 \
    gr-usage-all-layers 0.233 \
    routed_wl_um 12500 \
    initial_utilization 0.414 \
    slew_headroom 0.307 \
    cap_violations 0 \
    post_cts_buffers 0 \
    busiest_layer "met2" \
    async_flop_share 0 \
    fin_cells 754 \
    path_clk_slew_ns 0.08 \
    dr_total_vias 4361 \
    numCtsBuffers 9 \
    synth-edff-count 0 \
    placed_cells 738 \
    synth-main-ff-cell "dfxtp_1" \
    netlist_area_mm2 0.00427 \
    final_core_util 0.498 \
    cts_tree "built" \
    met2_usage 0.370 \
    root_buffer "clkbuf_8" \
    synth_cell_type_count 53 \
    drt-vias-per-instance 5.78 \
    antenna_found_initial 0 \
    drive_above_1_share 0.0566 \
    drt_iter0_drc 292 \
    antenna_left 0 \
    clock_skew_ns 0.0128 \
    yosysWarnings 1 \
    fmax_ghz 0.199 \
    p_leak_nw 1.73 \
    ctsHtreeMaxLevel 3 \
    synth_flops 71 \
    fp-row-count 37 \
    startpoint_type "input port" \
    cts_num_sinks 71 \
    syn_inst 578 \
    hold_end "preset[23]" \
    ys_area_mm2 0.00427 \
]
## layout make-up
cell class	instances	area [um2]
Multi-Input combinational cell	446	2580
Clock buffer	13	149
Sequential cell	71	1420
Timing Repair Buffer	79	756
Fill cell	1002	5180
Tap cell	136	170
Inverter	6	22.5
Clock inverter	3	42.5
## where the power goes
group / internal [mW] / switching [mW] / total [mW]
combinational: 0.0493 / 0.0502 / 0.0995
clock: 0.174 / 0.155 / 0.330
sequential: 0.411 / 0.00673 / 0.418
total: 0.635 / 0.212 / 0.847
## registers in the layout, indices dropped and copies added (netlist names)
signal,flops
count,32
preset,32
ctrl,4
state,2
IRQIn,1
## placed cells by master (no fill, tap or decap), types with 8 or more instances in the layout
cell type | Yosys | routed
nand2_1 | 89 | 89
a21oi_1 | 80 | 80
dfxtp_1 | 71 | 71
clkdlybuf4s50_1 | 0 | 67
nor2_1 | 44 | 44
mux2i_1 | 24 | 24
o31ai_1 | 24 | 24
nor3_1 | 23 | 23
nor2b_1 | 21 | 21
nand3_1 | 16 | 16
a31oi_1 | 13 | 13
nor4_1 | 10 | 10
o32ai_1 | 10 | 10
clkbuf_8 | 0 | 10
buf_4 | 1 | 10
nand2b_1 | 9 | 8
o21ai_0 | 8 | 8
## cells by family (layout without fill, tap and decap cells)
logic type                 after synthesis  after routing  synth area share
AOI/OAI and AO/OA                      163            163             0.239
adders and majority gates                2              2           0.00586
buffers and inverters                   61            101            0.0624
DFF                                     71             71             0.333
muxes                                   26             26            0.0615
and+or+nand+nor                        255            255             0.299
## per-layer routing
metal | vias to the layer above | share of wire
li1 | 2162 | -
met1 | 2016 | 0.46
met2 | 170 | 0.46
met3 | 13 | 0.068
met4 | 0 | 0.013
met5 | - | 0
## critical path, stage by stage
cell	delay, ns
clkdlybuf4s50_1	0.86
buf_4	0.36
nand2_1	0.32
nor2_1	0.19
nor2_1	0.06
clkdlybuf4s50_1	0.41
## metrics by stage
stage	setup slack (ns)	instance area [um2]	hold WS, ns	total power [mW]
2_1_floorplan	2.98	4270	0.445	0.479
3_3_place_gp	2.00	4950	0.461	0.526
3_5_place_dp	2.01	4950	0.465	0.526
4_1_cts	1.99	5150	0.474	0.855
5_1_grt	1.83	5150	0.503	0.881
6_report	1.98	5150	0.477	0.847
## how the worst max path moves through the flow
stage | start | end | slack (ns)
finish | TCReg[0] | DevRD[28] | 1.98
global route | TCReg[0] | DevRD[28] | 1.83
CTS | TCReg[0] | DevRD[28] | 1.99
No activity file was given, so power comes from the tool's default toggle rates.
