`/design/flow/run.sh`:
```
#!/bin/bash
# OpenROAD 26Q1-2900-gdf79404cd8, Yosys 0.63+post, stock flow scripts
make -C /OpenROAD-flow-scripts/flow DESIGN_CONFIG=/design/flow/config.mk WORK_HOME=/design/flow/orfs finish
```
`/design/flow/config.mk`:
```
export PLATFORM = sky130hd
export DESIGN_NAME = BRIDGE
export DESIGN_NICKNAME = BRIDGE
export VERILOG_FILES = /design/flow/design.v
export SDC_FILE = /design/flow/constraint.sdc
export NUM_CORES = 4
export LEC_CHECK = 1
export CORE_AREA = 10 10 117 117
export DIE_AREA = 0 0 127 127
```
`/design/flow/constraint.sdc`:
```
current_design BRIDGE

set clk_period 4.5
set clk_io_pct 0.2

create_clock -name clk0 -period $clk_period

set non_clock_inputs [all_inputs -no_clocks]
set_input_delay [expr $clk_period * $clk_io_pct] -clock clk0 $non_clock_inputs
set_output_delay [expr $clk_period * $clk_io_pct] -clock clk0 [all_outputs]
```
`/design/flow/design.v`:
```
`timescale 1ns / 1ps
module BRIDGE(
    input [31:0] PrAddr,
    input [31:0] PrWD,
	 input MemWr,
	 input [2:0] StoreType,
    input [31:0] Dev0RD,
    input [31:0] Dev1RD,
	 input IRQ0,
	 input IRQ1,
	 output [31:0] DevWD,
	 output [1:0] TC0Reg,
	 output [1:0] TC1Reg,
	 output Dev0Wr,
	 output Dev1Wr,
    output [31:0] PrRD,
    output [5:0] DevInt
    );
	wire [1:0] addr;
	assign addr = PrAddr[1:0];
	wire [31:0] sb,sh,sw;
	assign sb = (addr==2'b00)? {PrRD[31:8],PrWD[7:0]}:
	            (addr==2'b01)? {PrRD[31:16],PrWD[7:0],PrRD[7:0]}:
					(addr==2'b10)? {PrRD[31:24],PrWD[7:0],PrRD[15:0]}:
					(addr==2'b11)? {PrWD[7:0],PrRD[23:0]}:
					               32'h19990413;
	assign sh = (addr==2'b00)? {PrRD[31:16],PrWD[15:0]}:
					(addr==2'b10)? {PrWD[15:0],PrRD[15:0]}:
					               32'h19990413;
	assign sw = PrWD;
	assign DevWD = (StoreType==3'b000)? sb:
	               (StoreType==3'b001)? sh:
					   (StoreType==3'b011)? sw:
					                        32'h19990413;
	wire [31:0] TC0Addr=PrAddr-32'h0000_7f00,TC1Addr=PrAddr-32'h0000_7f10;
	assign TC0Reg = TC0Addr[3:2];
	assign TC1Reg = TC1Addr[3:2];
	wire HitDev0,HitDev1,HitDev;
	assign HitDev0 = (PrAddr >= 32'h0000_7F00) && (PrAddr <= 32'h0000_7F0B); 
	assign HitDev1 = (PrAddr >= 32'h0000_7F10) && (PrAddr <= 32'h0000_7F1B); 
	assign HitDev = HitDev0 | HitDev1;
	assign Dev0Wr = MemWr & HitDev0;
	assign Dev1Wr = MemWr & HitDev1;
	assign PrRD = (HitDev0)? Dev0RD:
	              (HitDev1)? Dev1RD:
						32'h19990413;
	assign DevInt = {4'b0,IRQ1,IRQ0};
endmodule
```
==> results.txt <==
fresh numbers from the pnr run: area delta synth->final 88.5%, GP Congestion 0.888, biggest area cells mux2i_1 12%, nor2_1 7.8%, o21ai_0 5.3%, nand2_1 5.0%, a21oi_1 4.7%, minimum setup slack after placement approximately 280 ps, yosys cell count approximately 360, count of final setup violators 0, DRT Pass-1 Iters 4, grt total ovfl 0, hold depth 0, clock buffers 0, final hold viol count 0, Antenna diodes 0, Yosys warning count 0, Core ar. around 11,000 um2, leading area contributor after synthesis mux2i_1, Arrival @ worst endpoint 3370 ps, FF/Latch Area 0 um2, pin count of the biggest net entering global routing between 40 and 50, initial antenna violation count 0, layout cell share with drive strength beyond 1 7.71%, YS chip area 2350 um2, status finished clean, setup bufs post-CTS 0, CTS Hold Bufs 0, required time of the critical path 3600 ps, syn_area_per_cell 6.56 um2, Synth Seq Share 0%, detailed placement HPWL about 11 mm, Max-area cell share 11.9%, aggregate global-route resource usage between 15 and 20%, Seq cells 0, critical path type in2out, WL/cell 19.7 um, vias in the first global route 3,438, DIE HEIGHT 127 um, worst hold slack 1800 ps, Vias per Instance 5.10, Die Wd 127 um, Log Warnings 32, Antenna Nets Post-Route 0, Max Slew Vio Count 0, HP Class in2out, floorplan core density 20.8%, first-pass GRT wire length 20.0 mm, Pwr Density 73.6 nW/um2, Initial DRC Count 280, netlist area before placement 2350 um2, final worst slack approximately 230 ps, Final period util 94.8%, final period demand of the worst path 4270 ps, Pleak 1.61 nW, Slew @ Worst Pin 535 ps, Port-buffer cells 202, cts repair resizes 0, via count 3,443, RSZ-0062 raised after global routing false, Post-Synthesis Cells about 360, Yosys cell types 57, Boundary Pins 210, Slew HR 64.3%, Routed Wire Length 13.3 mm, Rows 39, DRC 0, CP Launch Type primary input, Max Cap Viol 0, Max Freq 0.234 GHz, Max VDD drop 34.7 uV, die area 16,100 um2, maximum fanout along the worst path between 40 and 50, Final TNS setup 0 ps, critical path capture point type output pin
cells in the mapped netlist (all sizes together) (2+ instances only):
cell type and number:
a211oi 2, a21o 2, a21oi 22, a221oi 4
a22o 2, a2bb2oi 7, a31oi 3, a32o 5
a32oi 7, a41oi 8, and2 2, and3 6
and4bb 2, buf 26, clkbuf 20, inv 11
mux2 4, mux2i 28, nand2 31, nand2b 4
nand3 3, nand3b 4, nand4 5, nor2 49
nor2b 8, nor3 4, nor3b 3, nor4 8
o2111ai 7, o211ai 2, o21a 4, o21ai 30
o221a 4, o22a 4, o22ai 12, o2bb2ai 2
o32ai 2, or3 3
cells by family after synthesis:
kind of cell	after synthesis	synth area share [%]
and+or+nand+nor	135	31.4
other	1	0.160
buffers and inverters	57	12.5
muxes	32	13.8
AOI/OAI and AO/OA	133	42.1
metal layers:
| layer | global-route usage [%] | part of all wire (%) | vias to the layer above |
|---|---|---|---|
| li1 | - | - | 1713 |
| met1 | 20.2 | 44 | 1564 |
| met2 | 25.1 | 47 | 161 |
| met3 | 3.69 | 8.6 | 5 |
| met4 | 1.14 | 0.53 | 0 |
| met5 | 0 | 0 | - |
placed cells by master (no fill, tap or decap), types with 8 or more instances in the layout:
| cell | instances |
|---|---|
| a21oi_1 | 22 |
| nor2_1 | 49 |
| clkdlybuf4s50_1 | 201 |
| inv_1 | 11 |
| nand2_1 | 31 |
| o22ai_1 | 12 |
| mux2i_1 | 28 |
| o21ai_0 | 25 |
| nor2b_1 | 8 |
| a41oi_1 | 8 |
| buf_4 | 14 |
path summary, 6_finish.rpt:
check                         from        end  slack (ps)
worst max-delay path  StoreType[0]   DevWD[2]         230
worst min-delay path          IRQ1  DevInt[1]        1800
where the power goes:
part           total [mW]  switching, mW  internal [mW]
clock                   0              0              0
combinational       0.326          0.139          0.187
sequential              0              0              0
total               0.326          0.139          0.187
through the flow:
step	instance area, um2	total power [mW]	util [%]	std cells
2_1_floorplan	2360	0.141	-	361
5_1_grt	4430	0.353	39.1	675
6_report	4430	0.326	39.1	675
3_3_place_gp	4430	0.323	39.1	675
4_1_cts	4430	0.328	39.1	675
3_5_place_dp	4430	0.326	39.1	675
final cells by class:
| class | count | area (um2) |
|---|---|---|
| multi-input cells | 304 | 2070 |
| well taps | 143 | 179 |
| fillers | 1167 | 6890 |
| inverters | 11 | 41.3 |
| repair buffers | 217 | 2140 |
critical path, cell delays in order:
cell             delay, ps
clkdlybuf4s50_1        530
buf_4                  420
and2_1                 430
nor2_1                  80
nor2_1                 310
a32o_1                 180
clkdlybuf4s50_1        510
Power figures rest on the tool's default switching activity, not on a simulated workload.
