**./config.mk**
```make
export PLATFORM = sky130hd
export DESIGN_NAME = gray
export DESIGN_NICKNAME = gray
export VERILOG_FILES = /design/flow/design.v
export SDC_FILE = /design/flow/constraint.sdc
export NUM_CORES = 4
export LEC_CHECK = 1
export CORE_UTILIZATION = 30
```
**./constraint.sdc**
```tcl
current_design gray

set clk_period 3.8
set clk_io_pct 0.2

create_clock -name clk0 -period $clk_period [get_ports {Clk}]

set non_clock_inputs [all_inputs -no_clocks]
set_input_delay [expr $clk_period * $clk_io_pct] -clock clk0 $non_clock_inputs
set_output_delay [expr $clk_period * $clk_io_pct] -clock clk0 [all_outputs]
```
**./design.v**
```verilog
`timescale 1ns / 1ps
module gray(
    input Clk,
    input Reset,
    input En,
    output [2:0] Output,
    output reg Overflow
    );
	integer cnt=0;
	assign Output=(cnt>>1)^cnt;
	initial Overflow=0;
	always @(posedge Clk) begin
		if(Reset==1) begin
			cnt=0;
			Overflow<=0;
		end
		else if(En==1) begin
			if(cnt==7) begin
				cnt=0;
				Overflow<=1'b1;
			end
			else cnt=cnt+1;
		end
	end
endmodule
```
**./run.sh**
```bash
#!/bin/bash
# OpenROAD 26Q1-2900-gdf79404cd8, Yosys 0.63+post, stock flow scripts
make -C /OpenROAD-flow-scripts/flow DESIGN_CONFIG=/design/flow/config.mk WORK_HOME=/design/flow/orfs finish
```
==> flow_metrics.tcl <==
# metrics dict for downstream scripts
set metrics [dict create \
    outcome "finished clean" \
    slowest_delay_ns 0.67 \
    synth.cells.most_frequent "dfxtp_1, nor2_1, a21oi_1" \
    die_w_microns 75.2 \
    syn_avg_cell_area_sq_um 8.63 \
    place_hpwl_microns 2290 \
    cp_data_required_time_ns 4.01 \
    path_cells "clkdlybuf4s50_1 -> nand4_1 -> or4_4 -> or4_1 -> a21oi_1" \
    min_period_ns 2.77 \
    ys_chip_area_sq_mm 0.00161 \
    power.total_w 0.000644 \
    n_antenna_cell 0 \
    rows 26 \
    synth_top_cell_by_count "dfxtp_1" \
    grt_pass1_wl_microns 5800 \
    top_area_share_pct 41.2 \
    first_pass_iters 4 \
    area_delta_synth_final_pct 13.8 \
    finalSetupViolCount 0 \
    ir_drop_v 0.000143 \
    worst_setup_path_end_kind "flip-flop" \
    cts_buffer_depth 2 \
    fin_crit_sh_pct 73.0 \
    tns_ns 0 \
    p_leak_nw 0.550 \
    power.density_mw_per_mm2 352 \
    worstMarginPinSlew_ns 0.626 \
    avgViaCountPerCell 5.22 \
    cts_tree "yes" \
    cts.sinks 33 \
    cap_violations 0 \
    slowest_stage "clkdlybuf4s50_1" \
    port_buffers 6 \
    cts_max_level 2 \
    drtIter0Drc 76 \
    ff_latch_area_sq_um 661 \
    gp_congestion 0.794 \
    ff_type "dfxtp_1" \
    clk_latency_ns 0.28 \
    die_area_sq_mm 0.00565 \
    antenna_found_initial 0 \
    fp_util_pct 31.2 \
    layout-drive-gt1-share_pct 6.70 \
    async_flop_share_pct 0 \
    ys_cells 186 \
    drt_wl_total_microns 3350 \
    cp_max_fo 16 \
    ctsHoldBuffers 0 \
    cts-root-buf "clkbuf_8" \
    placeableCoreArea_sq_mm 0.00514 \
    io_pins 7 \
    path_class "primary input to flip-flop" \
    relSlewSlack_pct 58.2 \
    rsz0062_at_grt "no" \
    post_cts_resized 0 \
    synth_flops 33 \
    grt_max_degree 19 \
    synth.area.top_cells "dfxtp_1, xnor2_1, a21oi_1" \
    crit_path_start_kind "primary input" \
    hold_viol_final 0 \
    clk_pin_slew_worst_paths_ns 0.07 \
    numCtsBuffers 5 \
    finClkSkew_ns 0.00194 \
    ys_types 29 \
    ys_warn_count 1 \
    ant_nets 0 \
    cts_setup_buffers 0 \
    syn_area_sq_mm 0.00161 \
    placed_cells 257 \
    timing.fmax_ghz 0.361 \
    mi_logic_area_sq_um 891 \
    hp-class "flip-flop to flip-flop" \
    ys_seq_share_pct 41.2 \
    fp.dieH_microns 75.2 \
    drc 0 \
    vias 1378 \
    grt.total_usage_pct 13.3 \
    arrival_ns 2.98 \
    grt-ovfl-total 0 \
    synth-edff-count 0 \
    slew_viol_final 0 \
    final_cells 264 \
    grt_pass1_vias 1286 \
    nFillCells 570 \
    wire_per_inst_microns 12.7 \
    tool_warnings 26 \
    post-synth-top-area-cell "dfxtp_1" \
    syn_inst 186 \
    hold_slack_ns 0.488 \
]
## cells in the final DEF, fill, tap and decap left out, drive strengths merged
master         netlist  final
nor4                 7      7
o21ai                9      9
or4                 10     10
dfxtp               33     33
o21ba                1      1
nand4               14     14
clkbuf               5      7
mux2i                1      1
nor2                19     19
nor4bb               1      1
or3                  9      9
nor4b                1      1
and4                 3      3
or4b                 1      1
o41ai                1      1
inv                  7      7
ha                   4      4
a21oi               17     17
xor2                 4      4
o31ai                7      7
nand2                9      9
buf                  2      2
clkdlybuf4s50        0      6
nand3                7      7
o21bai               1      1
nor3                 3      3
xnor2               10     10
## worst max-delay path, delay by kind of cell
kind | cells | cell delay (ns)
and+or+nand+nor | 3 | 1.40
buffers and inverters | 1 | 0.67
AOI/OAI and AO/OA | 1 | 0.16
## where the power goes
part	total, W	internal [W]	switching (W)
sequential	0.000351	0.000348	0.00000279
combinational	0.0000254	0.0000137	0.0000117
clock	0.000267	0.000144	0.000124
## area by class of cell
cell class | instances | share of cell area [%]
Multi-Input combinational cell | 139 | 48.8
Inverter | 7 | 1.44
Tap cell | 70 | 4.79
Sequential cell | 33 | 36.2
Clock buffer | 7 | 4.73
Timing Repair Buffer | 8 | 4.11
## final timing paths
check / start / depth (start not counted) / endpoint / slack [ns]
worst max-delay path: En / 5 / cnt[25]$_SDFFE_PP0P_ / 1.03
worst min-delay path: cnt[31]$_SDFFE_PP0P_ / 2 / cnt[31]$_SDFFE_PP0P_ / 0.49
worst max register to register: cnt[2]$_SDFFE_PP0P_ / 5 / cnt[25]$_SDFFE_PP0P_ / 1.58
worst min register to register: cnt[31]$_SDFFE_PP0P_ / 2 / cnt[31]$_SDFFE_PP0P_ / 0.49
## state kept, by name (all words and copies together), names as in the netlist
name,count
cnt,32
Overflow,1
## metrics by stage
stage	util [%]	instance area, sq um	setup slack (ns)
5_1_grt	35.5	1830	0.893
6_report	35.5	1830	1.03
3_5_place_dp	33.9	1740	0.703
2_1_floorplan	-	1610	1.45
3_3_place_gp	33.9	1740	0.790
4_1_cts	35.5	1830	1.02
## logic make-up (layout without fill, tap and decap cells)
| group | after synthesis | after routing | share of synthesized area (%) |
|---|---|---|---|
| compound gates | 36 | 36 | 13.0 |
| xor+xnor | 14 | 14 | 7.64 |
| fa+ha+maj | 4 | 4 | 3.12 |
| buf+inv | 14 | 22 | 3.59 |
| flops | 33 | 33 | 41.2 |
| mux | 1 | 1 | 0.624 |
| simple gates | 84 | 84 | 30.9 |
## metal layers
layer | GRT usage, % | wire, microns | vias up
met2 | 20.8 | 1490 | 12
met1 | 19.7 | 1720 | 649
met4 | 2.06 | 57 | 0
met3 | 2.85 | 91 | 8
li1 | - | - | 709
met5 | 0 | 0 | -
No activity file was given, so power comes from the tool's default toggle rates.
